## /design/flow/config.mk

```make
export PLATFORM = sky130hd
export DESIGN_NAME = SHT_Sensor
export DESIGN_NICKNAME = SHT_Sensor
export VERILOG_FILES = /design/flow/design.v
export SDC_FILE = /design/flow/constraint.sdc
export NUM_CORES = 4
export LEC_CHECK = 1
export CORE_UTILIZATION = 50
```

## /design/flow/constraint.sdc

```tcl
current_design SHT_Sensor

set clk_period 3.6
set clk_io_pct 0.2

create_clock -name clk0 -period $clk_period [get_ports {CLK}]

set non_clock_inputs [all_inputs -no_clocks]
set_input_delay [expr $clk_period * $clk_io_pct] -clock clk0 $non_clock_inputs
set_output_delay [expr $clk_period * $clk_io_pct] -clock clk0 [all_outputs]
```

## /design/flow/design.v

```verilog
module SHT_Sensor(
    input CLK,
    input RST_N,
    output[15:0] TEMP,
    output[15:0] HUMID,
    output reg SCK,
    inout DATA
);
reg[15:0] iTEMP;
reg[15:0] iHUMID;
reg[7:0] state;
reg[7:0] counter;
reg select;  
reg rw;  
reg ack;
reg iDATA;
reg[7:0] command;
reg wait_flag;
assign DATA = (rw) ? iDATA : 1'bz;
assign TEMP = iTEMP[15:0];
assign HUMID = iHUMID[15:0];
always @ (posedge CLK, negedge RST_N) begin
  if (RST_N==1'b0) begin
    state <= 0;
    counter <= 0;
    wait_flag <= 0;
    rw <= 1'b1;
    select <= 1;
    command <= 8'b00000011;
    iTEMP <= 0;
    iHUMID <= 0;
    iDATA <= 1'b1;
  end else begin
    case (state)
    0:  
      begin
        SCK <= 0;
        iDATA <= 1;
        command <= 8'b00000011;
        ack <= 1;
        counter <= 0;
        state <= 1;
      end
    1:  
      begin
        SCK <= 1;
        iDATA <= 1;
        state <= 2;
      end
    2:
      begin
        SCK <= 0;
        counter <= counter + 1;
        if (counter == 8) begin
          state <= 3;
          counter <= 0;
        end else begin
          state <= 1;
        end
      end
    3:  
      begin
        SCK <= 1;
        iDATA <= 1;
        state <= 4;
      end
    4:
      begin
        iDATA <= 0;
        state <= 5;
      end
    5:
      begin
        SCK <= 0;
        state <= 6;
      end
    6:
      begin
        SCK <= 1;
        state <= 7;
      end
    7:
      begin
        iDATA <= 1;
        state <= 8;
      end
    8:
      begin
        SCK <= 0;
        state <= 9;
      end
    9:  
      begin
        rw <= 1;  
        if (select==1)
          command <= 8'b00000011;  
        else
          command <= 8'b00000101;  
        state <= 10;
      end
    10:  
      begin
        SCK <= 0;
        iDATA <= (command & 8'b10000000) ? 1 : 0;
        command <= command << 1;
        state <= 11;
      end
    11:
      begin
        SCK <= 1;
        counter <= counter + 1;
        state <= 12;
      end
    12:
      begin
        SCK <= 0;
        if (counter == 8) begin
          counter <= 0;
          state <= 13;
        end else begin
          state <= 10;
        end
      end
    13:  
      begin
        rw <= 0;  
        state <= 14;
      end
    14:
      begin
        SCK <= 1;
        ack <= DATA;
        state <= 15;
      end
    15:
      begin
        SCK <= 0;
        if (ack == 0) begin
          ack <= 1;
          state <= 16;
        end else begin 
          state <= 1;
        end
      end
    16:  
      begin
        wait_flag <= DATA;
        if (wait_flag == 1)
          state <= 17;
        else
          state <= 16;
      end
    17:
      begin
        wait_flag <= DATA;
        if (wait_flag == 0)
          state <= 18;
        else
          state <= 17;
      end
    18:  
      begin
        rw <= 0;  
        SCK <= 0;
        state <= 19;
      end
    19:
      begin
        SCK <= 1;
        counter <= counter + 1;
        state <= 20;
      end
    20:
      begin
        if (select == 1)
          iTEMP[16-counter] = DATA;
        else 
          iHUMID[16-counter] = DATA;
        if (counter == 8) begin
          state <= 21;
        end else if (counter == 16) begin
          counter <= 0;
          state <= 25;
        end else begin
          state <= 18;
        end
      end
    21:  
      begin
        rw <= 1;  
        SCK <= 0;
        state <= 22;
      end
    22:
      begin
        iDATA <= 0;
        state <= 23;
      end
    23:
      begin
        SCK <= 1;
        state <= 24;
      end
    24:
      begin
        SCK <= 0;
        state <= 18;
      end
    25:
      begin
        rw <= 1;  
        SCK <= 0;
        state <= 26;
      end
    26:
      begin
        iDATA <= 1;
        state <= 27;
      end
    27:
      begin
        SCK <= 1;
        state <= 28;
      end
    28:
      begin
        SCK <= 0;
        if (select == 1) 
          select <= 0;
        else 
          select <= 1;
        state <= 3;
      end
    endcase
  end
end
endmodule 
```

## /design/flow/run.sh

```bash
#!/bin/bash
# OpenROAD 26Q1-2900-gdf79404cd8, Yosys 0.63+post, stock flow scripts
make -C /OpenROAD-flow-scripts/flow DESIGN_CONFIG=/design/flow/config.mk WORK_HOME=/design/flow/orfs finish
```

==> results.txt <==
Implementation results are summarized by area below.

Outcome
The run stopped with a tool error. The failing step is 4_1_cts. The first error in the log reads "[error] [KeplerFormal.cpp:679] Workflow failed: Iso has multiple drivers: .DATA0, DATA$_DFFE_PN1P_.Q0".

Clocking
Per the repair_timing log after CTS, setup buffers inserted total 3. The cell sitting at the root of the clock tree is a clkbuf_8. The number of hold buffers added after CTS was 0.

The number of clock sinks seen by CTS is 82. The number of buffers created by CTS is 9. The largest buffer count on any clock path is 2. The number of gates resized after cts is 26. The H-tree was split into 3 levels.

Die
The initialized floorplan defines 33 standard-cell rows. The floorplan step records an initial core utilization of 0.5121. The floorplan report gives the top-level pin count as 36. The height of the chip is 93.51 um.

From left edge to right edge, the die measures 93.51 um.

Logic synthesis
The count of library flops with an enable pin is 2. The instance tally after logic synthesis is 397. Yosys printed 2 warnings.

The portion of synthesized cell area occupied by the leading cell type is 0.4483. The mean post-synth cell area is 10.55 um^2. By area the synthesized netlist is led by dfrtp_1 45%, mux2_1 8.1%, nor4_1 5.4%.

The synthesized chip area reported by yosys is 4187 um^2. The synthesized netlist was found by Yosys to have 397 cells. The sequential-to-total area share from yosys stat is 0.4940. Per the synth stats, the proportion of register bits with asynchronous set or reset is 0.9756. For reference, the top cells by count after synthesis are 75 x dfrtp_1, 36 x nor4_1, 30 x mux2_1. The synthesis report names the predominant flop master as dfrtp_1.

Synthesis instantiated 61 different standard cells from the library. For this run the top cell type by instance count after synthesis was dfrtp_1. The post-synth design cell area is 4187 um^2.

The synthesis stat section lists a flop and latch total of 82. The cell type with the highest aggregate area in the netlist is dfrtp_1.

Placed design
The buffer_ports step reported a buffer count of 34. The congestion estimate from routability-driven global placement came to 0.8770. The worst slack at placement is -471.8 ps.

The half-perimeter wire length of the detailed placement result is 6685 um. The total placed cells including tap cells is 555.
metrics by stage:
stage	hold WS (ps)	utilization	cell area [um^2]
2_1_floorplan	331.2	-	4786
3_3_place_gp	342.1	0.6627	5418
3_5_place_dp	347.8	0.6627	5418
cells by family after synthesis:
group | count (synthesis) | synth area share
XOR/XNOR | 8 | 0.01673
other | 1 | 0.0008957
AND-OR/OR-AND | 49 | 0.07651
adder cells (fa/ha/maj) | 11 | 0.03287
buffers and inverters | 39 | 0.04573
multiplexers | 38 | 0.1010
AND/OR/NAND/NOR | 169 | 0.2322
flip-flops | 82 | 0.4940
